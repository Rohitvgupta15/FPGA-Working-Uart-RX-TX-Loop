File: run.sh
#!/bin/bash
# OpenROAD 26Q1-2900-gdf79404cd8, Yosys 0.63+post, stock flow scripts
make -C /OpenROAD-flow-scripts/flow DESIGN_CONFIG=/design/flow/config.mk WORK_HOME=/design/flow/orfs finish
File: config.mk
export PLATFORM = sky130hd
export DESIGN_NAME = top_aes
export DESIGN_NICKNAME = top_aes
export VERILOG_FILES = /design/flow/design.v
export SDC_FILE = /design/flow/constraint.sdc
export NUM_CORES = 4
export LEC_CHECK = 1
export CORE_UTILIZATION = 50
File: constraint.sdc
current_design top_aes

set clk_period 4.0
set clk_io_pct 0.2

create_clock -name clk0 -period $clk_period [get_ports {clock}]

set non_clock_inputs [all_inputs -no_clocks]
set_input_delay [expr $clk_period * $clk_io_pct] -clock clk0 $non_clock_inputs
set_output_delay [expr $clk_period * $clk_io_pct] -clock clk0 [all_outputs]
File: design.v
module uart_rx (
   input        i_Clock,
   input [15:0] i_Clocks_per_Bit,
   input        i_Reset,
   input        i_Rx_Serial,
   output       o_Rx_DV,
   output [7:0] o_Rx_Byte,
   output [7:0] o_debug
   );
  localparam s_IDLE         = 3'b000;
  localparam s_RX_START_BIT = 3'b001;
  localparam s_RX_DATA_BITS = 3'b010;
  localparam s_RX_STOP_BIT  = 3'b011;
  localparam s_CLEANUP      = 3'b100;
  reg           r_Rx_Data_R = 1'b1;
  reg           r_Rx_Data   = 1'b1;
  reg [11:0]    r_Clock_Count = 0;
  reg [2:0]     r_Bit_Index   = 0;  
  reg [7:0]     r_Rx_Byte     = 0;
  reg           r_Rx_DV       = 0;
  reg [2:0]     r_SM_Main     = 0;
  assign o_debug = {1'b0,i_Clock,i_Reset,r_SM_Main[2:0],o_Rx_DV,i_Rx_Serial};
  always @(posedge i_Clock)
    begin
      r_Rx_Data_R <= i_Rx_Serial;
      r_Rx_Data   <= r_Rx_Data_R;
    end
  always @(posedge i_Clock or posedge i_Reset)
     if (i_Reset) r_SM_Main <= s_IDLE;
     else begin
      case (r_SM_Main)
        s_IDLE :
          begin
            r_Rx_DV       <= 1'b0;
            r_Clock_Count <= 0;
            r_Bit_Index   <= 0;
            if (r_Rx_Data == 1'b0)           
              r_SM_Main <= s_RX_START_BIT;
            else
              r_SM_Main <= s_IDLE;
          end
        s_RX_START_BIT :
          begin
            if (r_Clock_Count == (i_Clocks_per_Bit-1)/2)
              begin
                if (r_Rx_Data == 1'b0)
                  begin
                    r_Clock_Count <= 0;   
                    r_SM_Main     <= s_RX_DATA_BITS;
                  end
                else
                  r_SM_Main <= s_IDLE;
              end
            else
              begin
                r_Clock_Count <= r_Clock_Count + 1;
                r_SM_Main     <= s_RX_START_BIT;
              end
          end  
        s_RX_DATA_BITS :
          begin
            if (r_Clock_Count < i_Clocks_per_Bit-1)
              begin
                r_Clock_Count <= r_Clock_Count + 1;
                r_SM_Main     <= s_RX_DATA_BITS;
              end
            else
              begin
                r_Clock_Count          <= 0;
                r_Rx_Byte[r_Bit_Index] <= r_Rx_Data;
                if (r_Bit_Index < 7)
                  begin
                    r_Bit_Index <= r_Bit_Index + 1;
                    r_SM_Main   <= s_RX_DATA_BITS;
                  end
                else
                  begin
                    r_Bit_Index <= 0;
                    r_Clock_Count <= 0;
                    r_SM_Main   <= s_RX_STOP_BIT;
                  end
              end
          end  
        s_RX_STOP_BIT :
          begin
            if (r_Clock_Count < i_Clocks_per_Bit-1)
              begin
                r_Clock_Count <= r_Clock_Count + 1;
                r_SM_Main     <= s_RX_STOP_BIT;
              end
            else
              begin
                r_Rx_DV       <= 1'b1;
                r_Clock_Count <= 0;
                r_SM_Main     <= s_CLEANUP;
              end
          end  
        s_CLEANUP :
          begin
            r_SM_Main <= s_IDLE;
            r_Rx_DV   <= 1'b0;
          end
        default :
          r_SM_Main <= s_IDLE;
      endcase
    end   
  assign o_Rx_DV   = r_Rx_DV;
  assign o_Rx_Byte = r_Rx_Byte;
endmodule  
module top_aes (
    input        clock,
    input        reset,
    input        transmit,    
    input        rx,           
    input  [7:0] in,           
    output       tx,           
    output [7:0] led,
    output       heartbeat
);
    wire        dv;             
    wire [7:0]  rx_data;        
    reg         tx_data_valid;
    reg  [7:0]  tx_byte;
    wire        active;
    wire        done;
    uart_rx RX (
        .i_Clock(clock),
        .i_Clocks_per_Bit(16'd868),    
        .i_Reset(reset),
        .i_Rx_Serial(rx),
        .o_Rx_DV(dv),
        .o_Rx_Byte(rx_data)
    );
    uart_tx TX_PC (
        .i_Clock(clock),
        .i_Clocks_per_Bit(16'd868),
        .i_Tx_DV(tx_data_valid),
        .i_Reset(reset),
        .i_Tx_Byte(tx_byte),
        .o_Tx_Serial(tx),
        .o_Tx_Active(active),
        .o_Tx_Done(done)
    );
    always @(posedge clock) begin
        if (reset) begin
            tx_data_valid <= 1'b0;
            tx_byte       <= 8'd0;
        end else begin
            tx_data_valid <= 1'b0;
            if (dv) begin
                tx_byte       <= rx_data;    
                tx_data_valid <= 1'b1;
            end
        end
    end
    assign led = rx_data;
    reg [25:0] hb_cnt;
    always @(posedge clock) begin
        if (reset)
            hb_cnt <= 0;
        else
            hb_cnt <= hb_cnt + 1;
    end
    assign heartbeat = hb_cnt[25];
endmodule
module uart_tx (
   input       i_Clock,
   input [15:0] i_Clocks_per_Bit,
   input       i_Reset,
   input       i_Tx_DV,
   input [7:0] i_Tx_Byte, 
   output      o_Tx_Active,
   output reg  o_Tx_Serial,
   output      o_Tx_Done,
   output [7:0] o_debug
   );
  localparam s_IDLE         = 3'b000;
  localparam s_TX_START_BIT = 3'b001;
  localparam s_TX_DATA_BITS = 3'b010;
  localparam s_TX_STOP_BIT  = 3'b011;
  localparam s_CLEANUP      = 3'b100;
  reg [2:0]    r_SM_Main     = 0;
  reg [11:0]   r_Clock_Count = 0;
  reg [2:0]    r_Bit_Index   = 0;  
  reg [7:0]    r_Tx_Data     = 0;
  reg          r_Tx_Done     = 0;
  reg          r_Tx_Active   = 0;
  assign o_debug = {i_Clock,i_Tx_DV,o_Tx_Active,o_Tx_Done,o_Tx_Serial,r_SM_Main};
  always @(posedge i_Clock or posedge i_Reset)
    if (i_Reset) r_SM_Main <= s_IDLE;
    else begin
      case (r_SM_Main)
        s_IDLE :
          begin
            o_Tx_Serial   <= 1'b1;          
            r_Tx_Done     <= 1'b0;
            r_Clock_Count <= 0;
            r_Bit_Index   <= 0;
            if (i_Tx_DV == 1'b1)
              begin
                r_Tx_Active <= 1'b1;
                r_Tx_Data   <= i_Tx_Byte;
                r_SM_Main   <= s_TX_START_BIT;
              end
            else
              r_SM_Main <= s_IDLE;
          end  
        s_TX_START_BIT :
          begin
            o_Tx_Serial <= 1'b0;
            if (r_Clock_Count < i_Clocks_per_Bit-1)
              begin
                r_Clock_Count <= r_Clock_Count + 1;
                r_SM_Main     <= s_TX_START_BIT;
              end
            else
              begin
                r_Clock_Count <= 0;
                r_SM_Main     <= s_TX_DATA_BITS;
              end
          end  
        s_TX_DATA_BITS :
          begin
            o_Tx_Serial <= r_Tx_Data[r_Bit_Index];
            if (r_Clock_Count < i_Clocks_per_Bit-1)
              begin
                r_Clock_Count <= r_Clock_Count + 1;
                r_SM_Main     <= s_TX_DATA_BITS;
              end
            else
              begin
                r_Clock_Count <= 0;
                if (r_Bit_Index < 7)
                  begin
                    r_Bit_Index <= r_Bit_Index + 1;
                    r_SM_Main   <= s_TX_DATA_BITS;
                  end
                else
                  begin
                    r_Bit_Index <= 0;
                    r_SM_Main   <= s_TX_STOP_BIT;
                  end
              end
          end  
        s_TX_STOP_BIT :
          begin
            o_Tx_Serial <= 1'b1;
            if (r_Clock_Count < i_Clocks_per_Bit-1)
              begin
                r_Clock_Count <= r_Clock_Count + 1;
                r_SM_Main     <= s_TX_STOP_BIT;
              end
            else
              begin
                r_Tx_Done     <= 1'b1;
                r_Clock_Count <= 0;
                r_SM_Main     <= s_CLEANUP;
                r_Tx_Active   <= 1'b0;
              end
          end  
        s_CLEANUP :
          begin
            r_Tx_Done <= 1'b1;
            r_SM_Main <= s_IDLE;
          end
        default :
          r_SM_Main <= s_IDLE;
      endcase
    end
  assign o_Tx_Active = r_Tx_Active;
  assign o_Tx_Done   = r_Tx_Done;
endmodule
==> notes.org <==
#+TITLE: Flow metrics

** Outcome
- Run status :: completed

** Clock network
- The report lists the number of cells resized after CTS as 0.
- Clk buf depth :: 2
- Root buffer cell :: sky130_fd_sc_hd__clkbuf_8
- Number of setup buffers added after CTS :: 0
- Clock transition at the registers of the reported paths :: 0.08 ns
- TritonCTS built the clock tree.
- Clock net sink count :: 91
- TritonCTS created 9 clock buffers.
- # hold bufs at CTS :: 0
- Clock insertion delay at the later pin of the skew report :: 0.34 ns
- Looking at the clock tree report, the H-tree level count equals 3.

** Floorplan
- IO Pins :: 22
- CORE AREA :: 8260 um2
- Per the OpenROAD floorplan log, the width of the die is 94.5 um.
- The floorplan has 33 rows.
- The die covers 8930 um2.
- DIE HEIGHT :: 94.5 um
- The initial utilization of the core area, before any placement, comes to 51.8%.

** Synthesis
- Sorting the Yosys area breakdown by cell type puts at the top sky130_fd_sc_hd__edfxtp_1.
- Chip area estimate from yosys synthesis :: 4280 um2
- The synthesis report names the predominant flop master as sky130_fd_sc_hd__edfxtp_1.
- After synthesis the cells add up to 4280 um2.
- Top post-synthesis cells by count :: 62 x sky130_fd_sc_hd__nor2_1, 48 x sky130_fd_sc_hd__edfxtp_1, 37 x sky130_fd_sc_hd__dfxtp_1
- Avg Cell Area, Syn :: 10.3 um2
- The synthesis report lists the most area-consuming cells as sky130_fd_sc_hd__edfxtp_1 34%, sky130_fd_sc_hd__dfxtp_1 17%, sky130_fd_sc_hd__nor2_1 5.4%.
- The share of synthesized area in the top cell type comes to 33.7%.
- Register bit total from synthesis :: 91
- Count of library flops with an enable pin :: 48
- Cell count listed in synth_stat.txt :: 415
- The gate-level netlist out of Yosys references 47 unique cell types.
- Part of the Yosys area used for sequential elements :: 54.5%
- Count of synthesis-stage warnings from yosys :: 3
- Among all cell types in the netlist, the one instantiated most often is sky130_fd_sc_hd__nor2_1.
- Synthesis produced a netlist whose cell count is 415.
- In the synthesized netlist the async set-or-reset flop fraction comes to 6.59%.

** Final timing
- Final count of hold timing violations :: 0
- Least-Margin Pin Slew :: 0.673 ns
- Number of pins exceeding their max-slew limit in the final report :: 0
- Post-layout worst setup margin :: 1.67 ns
- In the final timing run, aggregate negative setup slack is 0 ns.
- After layout, the worst path uses 58.2% of the clock period.
- The clock arrives with 0.00921 ns of skew.
- Across all hold checks on the routed design, the worst slack comes to 0.331 ns.
- Relative slew margins :: 54.6%
- The highest clock rate this design can be run at is 429 MHz.
- Shortest clock period the worst path allows after layout :: 2.33 ns
- Unrepaired setup endpoints after global routing :: no
- Setup violations remaining at the end of the flow were counted as 0.

** Power
- The leakage component of the power was reported as 0.00163 uW.
- The share of total power dissipated in the clock network is 27.3%.
- VDD IR max :: 213 uV
- Sequential cells account for 61.5% of the total power.
- The power report attributes to the combinational group a share of 11.2%.
- Pwr/cell area :: 400 nW/um2
- In this run the power spent charging and discharging nets is 479 uW.
- Of the total power, the share spent switching nets is 25.5%.
- Internal power comes to 1400 uW.

** Placed design
- The final weighted congestion recorded by global placement is 0.790.
- Worst slack after detailed placement :: 1.32 ns
- Detailed placer's ending HPWL :: 4.66 mm
- Buffers added on ports :: 12

** Global routing
- The number of global-route vias before repair came to 2707.
- Global routing consumed, over all layers together, 17.5% of the routing resources.
- The first global-routing pass estimated 11.9 mm of wire.
- After global routing the overflow that remains totals 0.
- The number of antenna violations at the first check in global routing was 0.
- Largest net degree at the start of global routing :: 18

** Worst hold path
- The min-delay analysis places its worst path in the category flop to flop.
- Number of cells on the worst hold path :: 0

** Drt
- The iteration count recorded for the first detailed-route pass is 4.
- Number of DRC markers in iteration 0 :: 55
- Number of diodes :: 0
- Routed wire length :: 6.77 mm
- Residual antenna-violating net count after detailed routing :: 0
- The final route contains 2893 vias.
- Mean routed wirelength per cell :: 12.5 um
- Drt drc :: 0
- The routed design shows a via density per instance of 5.36.

** Worst setup path
- Critical Path End Type :: flop
- Count of cells along the worst register-to-register path :: 6
- At the worst endpoint, the arrival time is 2.39 ns.
- Max fanout on the critical path was recorded as 15.
- Startpoint type of the worst setup path :: input pin
- Crit path required time :: 4.06 ns
- The critical path is of the input pin to flop type.

** Finish
- Share of the core filled with cells in the final layout :: 56.7%
- Area growth from synthesis to layout :: 9.57%
- The filler cells instantiated in the layout total 706.
- The layout summary lists the proportion of cells stronger than drive strength 1 as 6.90%.

** Flow run
- Summing over the stages, the warning tally comes to 39.
- The report counts max-capacitance violations totalling 0.
## cell type report
cell class	instances	area [um2]	share of cell area (%)
sequential	91	2330	49.8
multi-input combinational	292	1830	39.0
timing repair buffer	20	180	3.85
clock buffer	12	135	2.88
tap	105	131	2.80
inverter	16	60.1	1.28
clock inverter	4	20.0	0.427
## metal layers
layer  track usage, %  wire (um)  vias up
met5                0          0        -
met4             1.39         72        0
met3             3.84        199        6
met2             28.1       3100       31
met1             27.4       3400     1342
li1                 -          -     1514
## cells by family after synthesis
family | after synthesis | share of synthesized area, %
simple gates | 184 | 21.7
flops | 91 | 54.5
compound gates | 51 | 7.61
xor+xnor | 33 | 6.76
buf+inv | 33 | 2.98
mux | 12 | 3.42
fa+ha+maj | 10 | 2.93
other cells | 1 | 0.0877
## stage by stage
step	total power, uW	std cells	cell area (um2)
after global routing	1980	540	4690
after global placement	1380	524	4530
after floorplan	1320	416	4280
final	1880	540	4690
after CTS	1900	540	4690
after detailed placement	1390	524	4530
## path summary, 6_finish.rpt
path / slack, ns / from / end
setup / recovery: 1.67 / reset / RX.r_Bit_Index[0]
hold / removal: 0.33 / RX.r_Rx_Data_R / RX.r_Rx_Data
setup reg to reg: 1.75 / TX_PC.r_Clock_Count[0] / TX_PC.r_Bit_Index[2]
hold reg to reg: 0.33 / RX.r_Rx_Data_R / RX.r_Rx_Data
max in group asynchronous: 2.49 / reset / RX.r_SM_Main[2]
min in group asynchronous: 1.30 / reset / TX_PC.r_SM_Main[0]
## power groups by stage
stage         combinational [uW]  sequential, uW  clock, uW
CTS                          212            1150        535
global route                 242            1170        573
finish                       210            1150        512
## registers in the layout (all words and copies together) (netlist names), 3 cells and up
signal               cells
TX_PC.r_Tx_Data          8
tx_byte                  8
TX_PC.r_Clock_Count     12
TX_PC.r_Bit_Index        3
RX.r_Rx_Byte             8
RX.r_Bit_Index           3
hb_cnt                  26
TX_PC.r_SM_Main          3
RX.r_Clock_Count        12
RX.r_SM_Main             3
## critical path, cell delays in order
cell                              delay [ns]
sky130_fd_sc_hd__clkdlybuf4s50_1        0.66
sky130_fd_sc_hd__buf_4                  0.32
sky130_fd_sc_hd__a2111oi_0              0.39
sky130_fd_sc_hd__buf_4                  0.20
## layout by cell type (no fill, tap or decap), types with 8 or more instances in the layout
master and n:
sky130_fd_sc_hd__edfxtp_1 48, sky130_fd_sc_hd__clkdlybuf4s50_1 12, sky130_fd_sc_hd__buf_4 8, sky130_fd_sc_hd__xnor2_1 26, sky130_fd_sc_hd__nor4_1 10, sky130_fd_sc_hd__nand3_1 20, sky130_fd_sc_hd__ha_1 10, sky130_fd_sc_hd__nor2_1 62
sky130_fd_sc_hd__mux2i_1 9, sky130_fd_sc_hd__or3_1 11, sky130_fd_sc_hd__inv_1 16, sky130_fd_sc_hd__nor3_1 13, sky130_fd_sc_hd__clkbuf_8 9, sky130_fd_sc_hd__dfxtp_1 37, sky130_fd_sc_hd__a21oi_1 14, sky130_fd_sc_hd__o21ai_0 14
sky130_fd_sc_hd__nand2_1 30
Power and IR drop assume default switching activity.
